### flow/config.mk
export PLATFORM = sky130hd
export DESIGN_NAME = UART
export DESIGN_NICKNAME = UART
export VERILOG_FILES = /design/flow/design.v
export SDC_FILE = /design/flow/constraint.sdc
export NUM_CORES = 4
export LEC_CHECK = 1
export CORE_UTILIZATION = 30
### flow/constraint.sdc
current_design UART

set clk_period 2.4
set clk_io_pct 0.2

create_clock -name clk0 -period $clk_period [get_ports {RX_CLK}]
create_clock -name clk1 -period $clk_period [get_ports {TX_CLK}]

set non_clock_inputs [all_inputs -no_clocks]
set_input_delay [expr $clk_period * $clk_io_pct] -clock clk0 $non_clock_inputs
set_output_delay [expr $clk_period * $clk_io_pct] -clock clk0 [all_outputs]
### flow/design.v
module FSM_RX (
    input wire clk,
    input wire RST,
    input wire RX_IN,
    input wire [3:0] bit_cnt,
    input wire [4:0] edge_cnt,
    input wire PAR_EN,
    input wire par_err,
    input wire strt_glitch,
    input wire stp_err,
    input wire [4:0] prescale,
    output reg par_chk_en,
    output reg strt_chk_en,
    output reg stp_chk_en,
    output reg deser_en,
    output reg counter_en,
    output reg data_samp_en,
    output reg data_valid
);
localparam IDLE   =  3'b0,
           start  =  3'b001,
           data   =  3'b010,
           parity =  3'b011,
           stop   =  3'b100,
           valid  =  3'b101;
reg [2:0] state;
reg [2:0] next_state;
always @(posedge clk or negedge RST) 
    begin
        if (!RST) 
            state<=IDLE;
        else
            state<=next_state;
    end
always @(*) 
    begin
        case (state)
            IDLE:
                begin
                    par_chk_en=0;
                    strt_chk_en=0;
                    stp_chk_en=0;
                    data_valid=0;
                    deser_en=0;
                    counter_en=0;
                    data_samp_en=0;
                    if (!RX_IN) 
                        next_state=start;
                    else
                        next_state=IDLE;
                end
            start:
                begin
                    par_chk_en=0;
                    stp_chk_en=0;
                    deser_en=1'b0;
                    counter_en=1;
                    data_samp_en=1;
                    strt_chk_en=1;
                    if (edge_cnt==(prescale-1'b1))
                        begin 
                            if (strt_glitch) 
                                begin
                                    next_state=IDLE;
                                    data_valid=1; 
                                end
                            else
                                begin
                                    next_state=data;
                                    data_valid=0; 
                                end  
                        end
                    else
                        begin 
                            next_state=start;
                        end
                end
            data:
                begin
                    par_chk_en=1;
                    strt_chk_en=0;
                    stp_chk_en=0;
                    deser_en=1'b1;
                    data_valid=0;
                    counter_en=1;
                    data_samp_en=1; 
                    if (bit_cnt==8 && edge_cnt==(prescale-1'b1)) 
                        if(PAR_EN)
                            next_state=parity;
                        else
                            next_state=stop;
                    else
                        next_state=data;
                end
                parity:
                    begin
                        par_chk_en=1;
                        strt_chk_en=0;
                        stp_chk_en=0;
                        deser_en=1'b0;
                        data_valid=0;
                        counter_en=1;
                        data_samp_en=1;
                        if(bit_cnt==9 && edge_cnt==(prescale-1'b1))
                            next_state=stop;
                        else
                            next_state=parity;
                    end
                stop:
                    begin
                        par_chk_en=0;
                        strt_chk_en=0;
                        stp_chk_en=1;
                        deser_en=1'b0;
                        data_valid=0;
                        counter_en=1;
                        data_samp_en=1;
                        if(bit_cnt==10 && edge_cnt==(prescale-1'b1))
                            next_state=valid;
                        else
                            next_state=stop;
                    end
                valid:
                    begin
                       par_chk_en=0;
                       strt_chk_en=0;
                       stp_chk_en=0;
                       deser_en=1'b0; 
                       counter_en=0;
                       data_samp_en=0;
                        if(par_err || stp_err)
                            begin
                                data_valid=0;
                                next_state=IDLE;
                            end
                        else
                            begin
                                data_valid=1;
                                next_state=IDLE;
                            end
                    end
                    default:
                        begin
                            par_chk_en=0;
                            strt_chk_en=0;
                            stp_chk_en=0;
                            data_valid=0;
                            deser_en=0;
                            counter_en=0;
                            data_samp_en=0;
                            next_state=IDLE;
                        end
                    endcase
    end
endmodule
module UART_RX_TOP (
    input wire clk,
    input wire rst,
    input wire RX_IN,
    input wire PAR_EN,
    input wire PAR_TYP,
    input wire [4:0] prescale,
    output wire data_valid,
    output wire [7:0] P_data
);
wire sampled_bit;
wire strt_glitch;
wire par_err;
wire stp_glitch;
wire strt_chk_en;
wire stp_chk_en;
wire par_chk_en;
wire cnt_en;
wire deser_en;
wire [3:0] bit_cnt;
wire [4:0] edge_cnt;
wire data_samp_en;
strt_check strt(
    .clk(clk),
    .rst(rst),
    .strt_check_en(strt_chk_en),
    .sampled_bit(sampled_bit),
    .strt_glitch(strt_glitch)
);
stp_check stp(
    .clk(clk),
    .rst(rst),
    .stp_check_en(stp_chk_en),
    .sampled_bit(sampled_bit),
    .stp_glitch(stp_glitch)
);
parity_check parity  (
    .clk(clk),
    .rst(rst),
    .par_chk_en(par_chk_en),
    .PAR_TYP(PAR_TYP),
    .sampled_bit(sampled_bit),
    .edge_cnt(edge_cnt),
    .presample(prescale),
    .par_err(par_err)
);
edge_bit_counter cntr(
    .clk(clk),
    .rst(rst),
    .cnt_en(cnt_en),
    .prescale(prescale),
    .bit_cnt(bit_cnt),
    .edge_cnt(edge_cnt)
);
data_sampling Dts(
    .clk(clk),
    .rst(rst),
    .RX_IN(RX_IN),
    .prescale(prescale),
    .edge_cnt(edge_cnt),
    .data_samp_en(data_samp_en),
    .sampled_bit(sampled_bit)
);
deserializer ds(
    .clk(clk),
    .rst(rst),
    .En(deser_en),
    .sampled_bit(sampled_bit),
    .edge_cnt(edge_cnt),
    .presample(prescale),
    .P_data(P_data)
);
FSM_RX fsm(
    .clk(clk),
    .RST(rst),
    .RX_IN(RX_IN),
    .bit_cnt(bit_cnt),
    .edge_cnt(edge_cnt),
    .PAR_EN(PAR_EN),
    .par_err(par_err),
    .strt_glitch(strt_glitch),
    .stp_err(stp_glitch),
    .prescale(prescale),
    .par_chk_en(par_chk_en),
    .strt_chk_en(strt_chk_en),
    .stp_chk_en(stp_chk_en),
    .deser_en(deser_en),
    .counter_en(cnt_en),
    .data_samp_en(data_samp_en),
    .data_valid(data_valid)
);
endmodule
module data_sampling (
    input wire clk,
    input wire rst,
    input wire RX_IN,
    input wire [4:0] prescale,
    input wire [4:0] edge_cnt,
    input wire data_samp_en,
    output reg sampled_bit
);
reg [2:0] data;  
always @(posedge clk or negedge rst) 
    begin
        if (!rst)
            begin
                sampled_bit<=0;
                data<=0;
            end
        else
            begin
                if(data_samp_en)
                    begin
                        if(edge_cnt==((prescale>>1)-2) || edge_cnt==((prescale>>1)-1) || edge_cnt==((prescale>>1)) )
                            data<={data,RX_IN};
                        else
                            begin
                                data<=data;
                                if (edge_cnt>((prescale>>1))) 
                                    begin
                                        case (data)
                                          3'b000:
                                            sampled_bit<=1'b0;
                                          3'b001:
                                            sampled_bit<=1'b0;    
                                          3'b010:
                                            sampled_bit<=1'b0;
                                          3'b011:
                                            sampled_bit<=1'b1;
                                          3'b100:
                                            sampled_bit<=1'b0;
                                          3'b101:
                                            sampled_bit<=1'b1;
                                          3'b110:
                                            sampled_bit<=1'b1;
                                          3'b111:
                                            sampled_bit<=1'b1;
                                        endcase 
                                    end
                                else
                                    begin
                                        sampled_bit<=sampled_bit;
                                        data<=0;  
                                    end
                            end
                    end
                else
                    begin
                        sampled_bit<=0;
                        data<=0;
                    end
            end
    end
endmodule
module deserializer (
    input wire clk,
    input wire rst,
    input wire En,
    input wire sampled_bit,
    input wire [4:0] edge_cnt,
    input wire [4:0] presample,
    output reg [7:0] P_data
);
always @(posedge clk or negedge rst)
    begin
        if (!rst) 
            begin
               P_data<=0;
            end
        else
		begin
		    if (En && (edge_cnt==((presample>>1)+2))) 
		        P_data<={sampled_bit,P_data[7:1]};  
		    else    
		        P_data<=P_data; 
		end     
    end
endmodule
module edge_bit_counter (
    input wire clk,
    input wire rst,
    input wire cnt_en,
    input wire [4:0] prescale,
    output reg [3:0] bit_cnt,
    output reg [4:0] edge_cnt
);
always @(posedge clk or negedge rst) 
    begin
        if (!rst) 
            begin
               edge_cnt<=0;
               bit_cnt<=0;
            end  
        else
            begin
                if (cnt_en)
                    begin
                        edge_cnt<=edge_cnt+1'b1;
                        if(edge_cnt==(prescale-1'b1))
                            begin
                                edge_cnt<=0;
                                bit_cnt<=bit_cnt+1;
                            end
                    end
                else
                    begin
                        edge_cnt<=0;
                        bit_cnt<=0;
                    end
            end  
    end
endmodule
module parity_check (
    input wire clk,
    input wire rst,
    input wire par_chk_en,
    input wire PAR_TYP,
    input wire sampled_bit,
    input wire [4:0] edge_cnt,
    input wire [4:0] presample,
    output reg par_err
);
reg [8:0] data;
always @(posedge clk or negedge rst) 
    begin
        if (!rst)
            begin
                par_err<=0;
                data<=0;
            end
        else
            if (par_chk_en && edge_cnt==((presample>>1)+2))
                    data<={data,sampled_bit};
            else
                begin
                    if (PAR_TYP==0) 
                        par_err<=((^data[8:1])==data[0]) ? 1'b0:1'b1;
                    else
                        par_err<=((~(^data[8:1]))==data[0]) ? 1'b0:1'b1;  
                    data<=0;
                end        
    end
endmodule
module stp_check (
    input wire stp_check_en,
    input wire sampled_bit,
    input wire rst,
    input wire clk,
    output reg stp_glitch
);
always @(negedge rst or posedge clk)
    begin
        if (!rst)
            begin
                stp_glitch<=0; 
            end
        else
            begin
                if(stp_check_en)
                    stp_glitch<=(!sampled_bit);
            end
    end    
endmodule
module strt_check (
    input wire strt_check_en,
    input wire sampled_bit,
    input wire rst,
    input wire clk,
    output reg strt_glitch
);
always @(negedge rst or posedge clk)
    begin
        if (!rst)
            begin
                strt_glitch<=0; 
            end
        else
            begin
                if(strt_check_en)
                    strt_glitch<=sampled_bit;
            end
    end    
endmodule
module UART # ( parameter DATA_WIDTH = 8 , PRESCALE_WIDTH = 5 )
(
 input   wire                          RST,
 input   wire                          TX_CLK,
 input   wire                          RX_CLK,
 input   wire                          RX_IN_S,
 output  wire   [DATA_WIDTH-1:0]       RX_OUT_P, 
 output  wire                          RX_OUT_V,
 input   wire   [DATA_WIDTH-1:0]       TX_IN_P, 
 input   wire                          TX_IN_V, 
 output  wire                          TX_OUT_S,
 output  wire                          TX_OUT_V,  
 input   wire   [PRESCALE_WIDTH-1:0]   Prescale,
 input   wire                          parity_enable,
 input   wire                          parity_type
);
UART_TOP  U0_UART_TX (
.CLK(TX_CLK),
.RST(RST),
.P_DATA(TX_IN_P),
.DATA_VALID(TX_IN_V),
.PAR_EN(parity_enable),
.PAR_TYP(parity_type), 
.S_DATA(TX_OUT_S),
.BUSY(TX_OUT_V)
);
UART_RX_TOP U0_UART_RX (
.clk(RX_CLK),
.rst(RST),
.RX_IN(RX_IN_S),
.prescale(Prescale),
.PAR_EN(parity_enable),
.PAR_TYP(parity_type),
.P_data(RX_OUT_P), 
.data_valid(RX_OUT_V)
);
endmodule
module FSM (
    input wire       clk,
    input wire       rst,
    input wire       data_valid,
    input wire [3:0] bit_no,
    input wire       parity_en,
    output reg [1:0] MuX_cntrol,
    output reg       serial_en,
    output reg       busy_sig
);
localparam IDLE   =  3'b0,
           start  =  3'b001,
           data   =  3'b010,
           parity =  3'b011,
           stop   =  3'b100;
reg [2:0] state;
reg [2:0] next_state;
always @(posedge clk or negedge rst) 
    begin
        if (!rst) 
            state<=IDLE;
        else
            state<=next_state;
    end
always @(*)
    begin
        case (state)
            IDLE:
                begin
                    busy_sig=1'b0;
                    MuX_cntrol=2'b11;  
                    if (data_valid) 
                        begin
                            busy_sig=1'b1;
                            serial_en=1'b1;
                            next_state=start;
                        end
                    else
                        next_state=IDLE;
                end
            start:
                begin
                    busy_sig=1'b1;
                    serial_en=1'b0;
                    MuX_cntrol=2'b00;
                    next_state=data;      
                end
            data:
                begin
                    busy_sig=1'b1;
                    serial_en=1'b0;
                    MuX_cntrol=2'b01; 
                        if (bit_no<8) 
                            next_state=data;
                        else
                            begin
                                if (parity_en) 
                                    begin
                                        next_state=parity;
                                    end
                                else
                                    next_state=stop;
                            end
                end 
            parity:
                begin
                    busy_sig=1'b1;
                    serial_en=1'b0;
                    MuX_cntrol=2'b10;
                    next_state=stop;
                end
            stop:
                begin
                    busy_sig=1'b1;
                    serial_en=1'b0;
                    MuX_cntrol=2'b11;
                    next_state=IDLE;
                end
            default: next_state=IDLE; 
        endcase
    end     
endmodule
module UART_TOP (
    input wire CLK,
    input wire RST,
    input wire [7:0] P_DATA,
    input wire       DATA_VALID,
    input wire       PAR_EN,
    input wire       PAR_TYP,
    output wire       S_DATA,
    output wire       BUSY
);
wire serial_en;
wire [3:0] bit_no;
wire mux_i2;
wire mux_i3;
wire [1:0] mux_sel;
mux MUX1(
    .sel(mux_sel),
    .i1(1'b0),
    .i2(mux_i2),
    .i3(mux_i3),
    .i4(1'b1),
    .mux_out(S_DATA)    
);
parity p1(
    .P_data(P_DATA),
    .parity_type(PAR_TYP),
    .parity_bit(mux_i3)
);
serializer s1(
    .clk(CLK),
    .rst(RST),
    .load(serial_en),
    .s_input(P_DATA),
    .bit_no(bit_no),
    .s_output(mux_i2)
);
FSM F1(
    .clk(CLK),
    .rst(RST),
    .data_valid(DATA_VALID),
    .bit_no(bit_no),
    .parity_en(PAR_EN),
    .MuX_cntrol(mux_sel),
    .serial_en(serial_en),
    .busy_sig(BUSY)
);
endmodule
module mux (
    input wire [1:0] sel,
    input wire       i1,
    input wire       i2,
    input wire       i3,
    input wire       i4,
    output reg       mux_out
);
always @(*) 
    begin
        case (sel)
            2'b00:mux_out=i1; 
            2'b01:mux_out=i2; 
            2'b10:mux_out=i3; 
            2'b11:mux_out=i4; 
        endcase    
    end  
endmodule
module parity (
    input wire [7:0] P_data,
    input wire       parity_type,
    output reg       parity_bit
);
always @(*)
    begin
        if (parity_type==0)   
            parity_bit=^P_data;
        else
            parity_bit=~(^P_data); 
    end
endmodule
module serializer (
    input wire       clk,
    input wire       rst,
    input wire       load,
    input wire [7:0] s_input,
    output reg [3:0] bit_no,
    output reg       s_output
);
reg [7:0] temp;
always @(posedge clk or negedge rst)
 begin
     if (!rst) 
        begin
            temp<=8'b0;
            s_output<=1'b0;
            bit_no<=4'b0;
        end
     else
        begin
           if (load) 
                begin
                   temp<=s_input;
                   bit_no<=4'b0;
                end
            else
                begin
                    if (bit_no<=3'b111) 
                        begin
                          s_output<=temp[bit_no];
                          bit_no<=bit_no+1'b1; 
                        end
                    else
                        begin
                             s_output<=1'b0;
                        end
                end
        end
 end
endmodule
### flow/run.sh
#!/bin/bash
# OpenROAD 26Q1-2900-gdf79404cd8, Yosys 0.63+post, stock flow scripts
make -C /OpenROAD-flow-scripts/flow DESIGN_CONFIG=/design/flow/config.mk WORK_HOME=/design/flow/orfs finish
==> results.yml <==
# physical design summary
layout:
  syn_to_final_growth_pct: 25.5
  final_util: 0.391
  layoutNonFillerInstCount: 468
  n_fill_cell: 942
  drive_above_1_share: 0.188
routing:
  drtPass1Iterations: 4
  drtIter0Drc: 68
  wl_per_cell_um: 11.6
  antenna_cells: 0
  via_per_inst: 4.51
  wl_um: 5440
  vias: 2113
  post-route-drc-count: 0
  ant_nets: 0
global_routing:
  grt_start_max_net_pins: 25
  grt_first_pass_wirelength_um: 9890
  grt_pass1_vias: 2153
  antenna_found_initial: 0
  grtUsageTotal: 0.119
  grt_overflow: 0
sta:
  untimed_endpoints: 7
  setup_viol: 0
  hold_viol_final: 0
  setup_slack_ps: 130
  rsz0062_at_grt: "no"
  unclocked_pins: 5
  fin_tns_setup_ps: 0
  max-slew-margin-rel: 0.605
  worst_slew_pin_slew_ps: 593
  clock-skew-final_ps: 6.61
  maxSlewViolCount: 0
setup_path:
  slowest_delay_ps: 490
  arrival_ps: 2450
  r2r_start: "U0_UART_RX.cntr.edge_cnt[1]"
  crit_type: "input pin to flop"
  start_kind: "input pin"
  crit_slowest_cell: "clkdlybuf4s50_1"
  worstPathRequired_ps: 2580
  crit_chain: "clkdlybuf4s50_1 -> inv_2 -> ha_1 -> nand2b_4 -> nor4_2 -> buf_4 -> o21a_1 -> mux2_2"
  cp-startpoint: "Prescale[2]"
  end_kind: "flop"
  cp_max_fo: 6
floorplanning:
  dieArea_mm2: 0.0107
  core_mm2: 0.00986
  fp_util: 0.312
  die-width_um: 103
  ios: 31
  die_y_um: 103
  rows: 36
synthesis:
  synth_async_sr_flop_share: 0.919
  numSynthFlops: 62
  synth.distinct_cells: 42
  yosys_area_mm2: 0.00308
  yosysWarningCount: 11
  syn_area_mm2: 0.00308
  synth_cells: 277
  ys_cells: 277
  edf_count: 0
  postSynthAreaPerCell_um2: 11.1
  synth-main-ff-cell: "dfrtp_1"
power_and_ir_drop:
  total_power_mw: 2.96
  p_int_mw: 2.04
  power_frac_clock: 0.263
  leakagePower_nw: 1.79
  combPwrFrac: 0.297
  swShare: 0.313
  vdd_drop_max_mv: 0.296
  switching_power_mw: 0.929
  power_frac_seq: 0.439
  p_per_area_mw_per_mm2: 768
placement:
  post-place-ws_ps: -355
  dp_hpwl_um: 4090
  place_inst: 455
  port-buffer-count: 29
  gp_congestion: 0.883
cts:
  ctsHoldBuffers: 0
  clkTransAtPathRegs_ps: 80
  cts_tree: "built"
worst_hold_path:
  hold_class: "input pin to asynchronous set/reset pin"
status:
  run_status: "completed"
flow_run:
  maxCapViolCount: 0
  warning_count: 32
==> final timing paths <==
kind	end	slack [ps]	depth (start not counted)
setup / recovery	U0_UART_RX.parity.par_err	130	8
hold / removal	U0_UART_RX.parity.data[6]	160	1
setup reg to reg	U0_UART_RX.parity.par_err	390	6
hold reg to reg	U0_UART_TX.s1.s_output	480	2
max in group clk1	U0_UART_TX.s1.s_output	1000	3
max in group asynchronous	U0_UART_TX.F1.state[0]	1500	2
min in group clk1	U0_UART_TX.s1.s_output	480	2
min in group clk0	U0_UART_RX.fsm.state[0]	490	2
==> layout make-up <==
| cell class | count | area (um^2) | share of cell area |
|---|---|---|---|
| Clock buffer | 9 | 124 | 0.0321 |
| Clock inverter | 3 | 43.8 | 0.0113 |
| Inverter | 18 | 67.6 | 0.0175 |
| Multi-Input combinational cell | 192 | 1500 | 0.390 |
| Sequential cell | 62 | 1500 | 0.390 |
| Tap cell | 133 | 166 | 0.0431 |
| Timing Repair Buffer | 51 | 452 | 0.117 |
==> synth_stat cells, types with 3 or more instances <==
library cell | instances | area, um^2
dfrtp_1 | 55 | 1380
xnor2_1 | 26 | 228
inv_1 | 18 | 67.6
mux2_2 | 17 | 191
ha_1 | 16 | 200
nand2_1 | 16 | 60.1
nor2_1 | 14 | 52.6
a21oi_1 | 13 | 65.1
and2_1 | 12 | 75.1
nand3_1 | 9 | 45.0
xor2_1 | 9 | 78.8
o21ai_0 | 7 | 35.0
and3_1 | 6 | 37.5
dlxtn_1 | 5 | 75.1
nand2b_1 | 5 | 31.3
or3_1 | 4 | 25.0
a21o_1 | 3 | 22.5
buf_2 | 3 | 15.0
mux2i_1 | 3 | 30.0
o21bai_1 | 3 | 22.5
==> timing repair <==
action	4_1_cts	5_1_grt
pin swaps	9	2
resized	11	4
buffers inserted	0	1
setup endpoints to repair	10	20
==> cells by family (layout without fill, tap and decap cells) <==
group | count (synthesis) | in the layout | synth area share
adders and majority gates | 17 | 17 | 0.0683
DFF | 57 | 57 | 0.464
xor gates and xnor gates | 37 | 37 | 0.113
muxes | 22 | 22 | 0.0866
and+or+nand+nor | 76 | 76 | 0.128
AOI/OAI and AO/OA | 40 | 40 | 0.0866
buffers and inverters | 23 | 81 | 0.0293
latches | 5 | 5 | 0.0244
==> power groups by stage <==
stage / logic (mW) / clock network [mW] / registers [mW]
final: 0.881 / 0.781 / 1.30
after global routing: 1.01 / 0.851 / 1.33
after CTS: 0.863 / 0.811 / 1.30
==> registers in the layout, summed over array words and instances, names as in the netlist, 2 cells and up <==
register	cells
U0_UART_RX.cntr.edge_cnt	5
U0_UART_TX.s1.bit_no	4
U0_UART_TX.F1.state	5
U0_UART_TX.F1.MuX_cntrol	2
U0_UART_RX.ds.P_data	8
U0_UART_RX.cntr.bit_cnt	4
U0_UART_RX.fsm.state	6
U0_UART_RX.parity.data	9
U0_UART_RX.Dts.data	3
U0_UART_TX.s1.temp	8
==> cell usage in the layout, fill, tap and decap left out, types with 2 or more instances in the layout <==
| cell | n |
|---|---|
| a21o_1 | 3 |
| nand2_1 | 15 |
| nor2_1 | 14 |
| buf_4 | 21 |
| o221ai_1 | 2 |
| clkdlybuf4s50_1 | 19 |
| a21boi_0 | 2 |
| clkbuf_8 | 9 |
| mux2_2 | 17 |
| o21bai_1 | 3 |
| or4_1 | 2 |
| dlxtn_1 | 5 |
| nand2b_1 | 4 |
| or3_1 | 4 |
| ha_1 | 16 |
| o21ai_0 | 7 |
| o211ai_1 | 2 |
| dfstp_2 | 2 |
| dlygate4sd2_1 | 9 |
| a21oi_1 | 13 |
| xnor2_1 | 26 |
| xor2_1 | 9 |
| inv_2 | 2 |
| mux4_2 | 2 |
| nand3_1 | 9 |
| and2_1 | 12 |
| mux2i_1 | 3 |
| a32o_1 | 2 |
| and3_1 | 6 |
| dfrtp_1 | 55 |
| inv_1 | 16 |
| nor3b_1 | 2 |
==> stage by stage <==
step / instance area, um^2 / hold slack, ps
6_report: 3860 / 163
4_1_cts: 3840 / 184
5_1_grt: 3860 / 213
3_5_place_dp: 3680 / 466
3_3_place_gp: 3680 / 458
2_1_floorplan: 3080 / 184
==> layer usage <==
layer,share of wire,routed length [um],global-route usage,vias to the layer above
met5,0,0,0,-
met4,0.0074,40,0.0119,0
met1,0.53,2870,0.193,1011
met3,0.041,222,0.0246,4
met2,0.42,2300,0.177,36
li1,-,-,-,1062
==> critical path: cells and delay by family <==
| kind | cells | cell delay (ps) |
|---|---|---|
| simple gates | 2 | 420 |
| mux | 1 | 340 |
| buf+inv | 3 | 730 |
| compound gates | 1 | 160 |
| fa+ha+maj | 1 | 310 |
Power is estimated from default activity; no workload was simulated.
