==> design/flow/design.v <==
module ALU (
    input wire        clk,
    input wire        rst,
    input wire [8:0]  A,
    input wire [8:0]  B,
    input wire [3:0]  ALU_FUN,
    input wire        EN,
    output reg [15:0] ALU_OUT,
    output reg        ALU_VALID
);
reg [15:0] ALU_O_Comp;
reg         data_VLD_COMP;
always @(posedge clk or negedge rst)
    begin
        if (!rst) 
            begin
                ALU_OUT<=0;
                ALU_VALID<=0;
            end
        else
            begin
                ALU_OUT<=ALU_O_Comp;
                ALU_VALID<=data_VLD_COMP;
            end
        end
always @(*) 
    begin
        if(EN)
            begin
                case (ALU_FUN)
                    4'b0000:
                    begin
                        ALU_O_Comp=A+B;
                    data_VLD_COMP=1;
                    end
                    4'b0001:
                    begin
                        ALU_O_Comp=A-B;
                    data_VLD_COMP=1;
                    end
                    4'b0010:
                    begin
                        ALU_O_Comp=A*B;
                    data_VLD_COMP=1;
                    end
                    4'b0011:
                    begin
                        ALU_O_Comp=A/B;
                    data_VLD_COMP=1;
                    end
                    4'b0100:
                    begin
                        ALU_O_Comp=A&B;
                    data_VLD_COMP=1;
                    end
                    4'b0101:
                    begin
                        ALU_O_Comp=A|B;
                    data_VLD_COMP=1;
                    end
                    4'b0110:
                    begin
                        ALU_O_Comp= ~(A&B);
                    data_VLD_COMP=1;
                    end
                    4'b0111:
                    begin
                        ALU_O_Comp=~(A|B);
                    data_VLD_COMP=1;
                    end
                    4'b1000:
                    begin
                        ALU_O_Comp=A^B;
                    data_VLD_COMP=1;
                    end
                    4'b1001:
                    begin
                        ALU_O_Comp=~(A^B);
                        data_VLD_COMP=1;
                    end
                    4'b1010:
                    begin
                        if (A==B)
                            begin 
                                ALU_O_Comp= 16'b1;
                                data_VLD_COMP=1; 
                            end 
                        else
                            begin
                                ALU_O_Comp= 16'b0;   
                                data_VLD_COMP=1;
                            end
                    end
                    4'b1011:
                    begin
                        ALU_O_Comp=(A>B) ? 16'b10 : 16'b0;
                    data_VLD_COMP=1;
                    end
                    4'b1100:
                    begin
                        ALU_O_Comp=(A<B) ? 16'b11 : 16'b0;
                        data_VLD_COMP=1;
                    end
                    4'b1101:
                    begin
                        ALU_O_Comp=(A>>1);
                        data_VLD_COMP=1;
                    end
                    4'b1110:
                    begin
                        ALU_O_Comp=(A<<1);
                        data_VLD_COMP=1;
                    end
                    default: 
                        begin
                        ALU_O_Comp=16'b0;
                        data_VLD_COMP=1;
                        end
                endcase
            end
        else
            begin
                ALU_O_Comp=0;
                data_VLD_COMP=0;
            end
    end
endmodule
==> design/flow/run.sh <==
#!/bin/bash
# OpenROAD 26Q1-2900-gdf79404cd8, Yosys 0.63+post, stock flow scripts
make -C /OpenROAD-flow-scripts/flow DESIGN_CONFIG=/design/flow/config.mk WORK_HOME=/design/flow/orfs finish
==> design/flow/config.mk <==
export PLATFORM = sky130hd
export DESIGN_NAME = ALU
export DESIGN_NICKNAME = ALU
export VERILOG_FILES = /design/flow/design.v
export SDC_FILE = /design/flow/constraint.sdc
export NUM_CORES = 4
export LEC_CHECK = 1
export CORE_UTILIZATION = 40
==> design/flow/constraint.sdc <==
current_design ALU

set clk_period 1.0
set clk_io_pct 0.2

create_clock -name clk0 -period $clk_period [get_ports {clk}]

set non_clock_inputs [all_inputs -no_clocks]
set_input_delay [expr $clk_period * $clk_io_pct] -clock clk0 $non_clock_inputs
set_output_delay [expr $clk_period * $clk_io_pct] -clock clk0 [all_outputs]
==> run summary <==
Physical implementation.

- The dominant combinational cell family by area after synthesis is adder cells.
- According to the timing report, the critical path is captured at ALU_OUT[0]$_DFF_PN0_.
- The timing report gives the biggest stage delay along the critical path as between 500 and 600 ps.
- The logic depth of the worst setup path including buffers is around 130.
- On the critical path, the stage with the largest delay is an instance of sky130_fd_sc_hd__or4_4.
- The violation count after the first detailed-routing iteration is 736.
- The most frequently placed logic cell in the final layout is sky130_fd_sc_hd__buf_4.
- The number of global-route vias before repair is between 10000 and 15000.
- The HPWL after detailed placement is between 20000 and 30000 microns.
- TritonRoute reported its final design rule violation total as 0.
- The count of filler cells inserted in the layout is 1783.
- The level count of the clock H-tree is 1.
- The area share of and-or/or-and cells after synthesis is 0.272.
- For this design, the CTS-stage hold fixing added 0 buffers.
- The number of clock buffers inserted by TritonCTS is 3.
- For this run, the detailed router reports a per-instance via density of approximately 5.5.
- The final number of hold-violating endpoints is 0.
- At the worst endpoint, the required time is roughly 1200 ps.
- Counting every sink on the clock net gives 17.
- Per the synth stats, the proportion of register bits with asynchronous set or reset is 1.00.
- The root buffer selected by CTS is sky130_fd_sc_hd__clkbuf_16.
- The area of all sequential standard cells is roughly 430 sq um.
- The endpoint arrival time on the critical path is approximately 24000 ps.
- The die extent in x is ~160 microns.
- Of the available clock period, the critical path in the final layout requires 23.6.
- The count of cell types in the netlist is around 80.
- The fraction of synthesized cell area in xor and xnor cells is 0.0619.
- The count of vias placed by the detailed router is approximately 13000.
- For this run, the top clock speed supported by timing is ~42 MHz.
- around 42 I/O pins were placed.
- The flip-flop cell with the highest count after synthesis is sky130_fd_sc_hd__dfrtp_1.
- STA classifies the critical path startpoint as an input port.
- The simple-gate area share of the yosys netlist is 0.207.
- The number of max-capacitance violations reported is 0.
- The class of the most critical hold timing path is input port to async pin.
- Per the synthesis report, the adder-cell share of the synthesized area is 0.316.
- The count of antenna-violating nets left after detailed routing is 0.
- The critical path class is input port to register.
- In this run, synthesis inferred 0 flip-flops with an integrated enable.
- The maximum ir drop on the vdd rail is approximately 0.0039 V.
- The count of buffers inserted at the top-level ports is around 40.
- The count of final max-slew check failures is 0.
- Global routing finished with a remaining overflow of 0.
- Measured along the y axis, the die boundary spans approximately 160 microns.
- For this run, the register share of the synthesized area comes to 0.0429.
- The number of failing setup endpoints in the final timing report is 16.
- The region available for standard cell placement spans ~24000 sq um.
- The number of OpenROAD warnings is about 49.
- In this design, the largest share of critical-path delay is due to AND-OR/OR-AND gates.
- The growth of design area from synthesis to finish is 70.6%.
- The die area is about 25000 sq um.
- The total cell area at the placement stage is 14600 sq um.
- The design area is roughly 17000 sq um.
- The layout summary lists the proportion of cells stronger than drive strength 1 as 0.451.
- The final layout contains routed wiring with a total length of approximately 41000 microns.
- Entering global routing, the biggest net connects 23 pins.
- The share of the core filled by cells before placement is 0.407.
- The report lists the power per cell area as about 2100 nW/um^2.
- The initial antenna violation count is 1.
- The library cells used most frequently in the layout, excluding fill and tap cells, are sky130_fd_sc_hd__buf_4, sky130_fd_sc_hd__ha_1, sky130_fd_sc_hd__nand2_1.
- The static leakage power is ~8.5 nW.
- The number of register bits inferred by synthesis is 17.
- The flow ran to the end, but the final reports show violations.
- The critical path starts at B[5].
- The clock transition at the registers of the reported paths is 60 ps.
- The deepest clock path buffer count is 2.
- The count of synthesis-stage warnings from yosys is 1.
- The synthesized instance count is around 1300.
- Setup repair after global routing could not meet its margin everywhere.
- The synthesized netlist occupies a cell area of 9910 sq um.
- The TritonCTS clock tree is yes.
- The pre-antenna-repair detailed-routing pass consisted of 7 iterations.
- In the global route stage, overall resource usage came out at 0.324.
- The script reports the combined buffer and inverter count of the critical path as 26.
- Measured against its own limit, the worst slew margin works out to 0.604.
- The worst setup path is captured at a register.
- Along the worst path, the maximum fanout reaches 13.
- The slew of the pin with the lowest slew margin is 591 ps.
- The first global-routing pass estimated roughly 64000 microns of wire.
- The pre-CTS setup check shows a worst slack of -23740 ps.
- The cell row count is between 50 and 60.
- Per the layout area report, the combinational gate area comes to roughly 10000 sq um.
- Setup slack on the critical path of the routed design comes to -22590 ps.
- Dividing the detail-routed wire length by the instance count gives 17.7 microns.
- Per the gpl log, the routability congestion estimate is between 0.9 and 1.
- The most prevalent standard cell on the critical path is sky130_fd_sc_hd__buf_4.
- For reference, the mux area share after synthesis is 0.0359.
- The average footprint of a synthesized cell is 7.38 sq um.
- Counting I/O delays and the setup requirement, the final critical path takes around 24000 ps.
- The final reports fail on negative setup slack.
- For this run, the chip area from Yosys synthesis comes to slightly below 10000 sq um.
- The yosys stat cell total is about 1300.
-- Yosys cell counts, drive strengths merged (4+ instances only) --
cell     instances  area [sq um]
mux2i           16           160
o22a             4          35.0
xnor2           45           394
o211a            5          50.1
a221oi           8          70.1
o211ai          11          82.6
or3             12          85.1
and3             8          50.1
nor2           134           503
fa              51          1020
buf              7          47.6
a211oi          13           108
nand4            5          31.3
o22ai           11          75.1
o21bai          13          97.6
a21oi           86           430
xor2            25           219
o21ai           65           325
a31oi           23           144
nor3            54           270
a21o            33           248
a22oi           15           113
ha             167          2090
o31ai           15           113
o221ai           4          35.0
nand3           19          95.1
mux2            17           195
and2            11          68.8
inv            113           424
dfrtp           17           425
nand2b          13          81.3
nor4            11          68.8
clkbuf          41           154
nor2b           11          68.8
o21a            46           345
nor4b            4          35.0
or2             10          62.6
nand2          129           484
o2111ai          6          52.6
a211o            6          52.6
or4              8          67.6
-- kinds of logic after synthesis --
group	Yosys count
other	1
and+or+nand+nor	438
AOI/OAI and AO/OA	399
muxes	33
DFF	17
adders and majority gates	220
buffers and inverters	164
xor gates and xnor gates	70
-- state kept, by name (all words and copies together), names as in the netlist --
| signal | count |
|---|---|
| ALU_OUT | 16 |
| ALU_VALID | 1 |
-- where the power goes --
part	switching (W)	internal (W)
Sequential	0.0000249	0.000766
Combinational	0.0150	0.0191
Clock	0.000346	0.000539
-- through the flow --
step,util,TNS (ps),power (W),hold WS (ps),instances
floorplan,-,-155770,0.0162,-95.6,1348
global placement,0.599,-170550,0.0248,558,2132
detailed placement,0.599,-171490,0.0249,576,2132
CTS,0.675,-153070,0.0326,289,2281
global route,0.695,-161190,0.0387,297,2309
finish,0.695,-154480,0.0358,290,2310
-- layer usage --
| metal | GRT usage | share of wire | vias up |
|---|---|---|---|
| li1 | - | - | 6161 |
| met1 | 0.457 | 0.46 | 5942 |
| met2 | 0.495 | 0.43 | 450 |
| met3 | 0.0774 | 0.079 | 96 |
| met4 | 0.0944 | 0.035 | 2 |
| met5 | 0.0170 | 0.0014 | - |
-- worst min path at each step --
stage	slack [ps]	depth (start not counted)	to	from
CTS	290	2	ALU_OUT[1]$_DFF_PN0_	rst
global route	300	2	ALU_OUT[6]$_DFF_PN0_	rst
finish	290	2	ALU_OUT[6]$_DFF_PN0_	rst
-- layout make-up --
class / count / area share
multi-input combinational: 1167 / 0.598
clock inverter: 1 / 0.000296
timing repair buffer: 681 / 0.321
clock buffer: 3 / 0.00444
tap: 324 / 0.0240
antenna: 1 / 0.000148
sequential: 17 / 0.0252
inverter: 116 / 0.0272
-- what timing repair did --
item	CTS	global route
cloned	1	0
pin swaps	127	124
setup buffers	149	41
endpoints found under the setup margin	33	19
resized	278	73
Power figures rest on the tool's default switching activity, not on a simulated workload.
